--- flow/config.mk ---
export PLATFORM = sky130hd
export DESIGN_NAME = uart
export DESIGN_NICKNAME = uart
export VERILOG_FILES = /design/flow/design.v
export SDC_FILE = /design/flow/constraint.sdc
export NUM_CORES = 4
export LEC_CHECK = 1
export CORE_UTILIZATION = 50
--- flow/constraint.sdc ---
current_design uart

set clk_period 3.2
set clk_io_pct 0.2

create_clock -name clk0 -period $clk_period [get_ports {clk}]

set non_clock_inputs [all_inputs -no_clocks]
set_input_delay [expr $clk_period * $clk_io_pct] -clock clk0 $non_clock_inputs
set_output_delay [expr $clk_period * $clk_io_pct] -clock clk0 [all_outputs]
--- flow/design.v ---
module uart #(
    parameter CLK_FREQ      = 50_000_000,
    parameter BAUD          = 115200,
    parameter FIFO_DEPTH    = 8
) (
    input       clk,
    input       rst_n,
    input                           i_txfifo_wen,
    output                          o_txfifo_full,
    input [7:0]                     i_txfifo_wdata,
    output [$clog2(FIFO_DEPTH):0]   o_txfifo_cnt,
    input                           i_rxfifo_ren,
    output                          o_rxfifo_empty,
    output [7:0]                    o_rxfifo_rdata,
    output [$clog2(FIFO_DEPTH):0]   o_rxfifo_cnt,
    output                          o_tx,
    input                           i_rx
);
    wire txfifo_ren;
    wire txfifo_empty;
    wire [7:0] txfifo_rdata;
    uart_fifo #(
        .FIFO_WIDTH     (8),
        .FIFO_DEPTH     (FIFO_DEPTH)
    ) uart_fifo_tx(
        .clk            (clk),
        .rst_n          (rst_n),
        .i_fifo_wen     (i_txfifo_wen),
        .i_fifo_ren     (txfifo_ren),
        .o_fifo_full    (o_txfifo_full),
        .o_fifo_empty   (txfifo_empty),
        .i_fifo_wdata   (i_txfifo_wdata),
        .o_fifo_rdata   (txfifo_rdata),
        .o_fifo_cnt     (o_txfifo_cnt)
    );
    wire rxfifo_wen;
    wire rxfifo_full;
    wire [7:0] rxfifo_wdata;
    uart_fifo #(
        .FIFO_WIDTH     (8),
        .FIFO_DEPTH     (FIFO_DEPTH)
    ) uart_fifo_rx(
        .clk            (clk),
        .rst_n          (rst_n),
        .i_fifo_wen     (rxfifo_wen),
        .i_fifo_ren     (i_rxfifo_ren),
        .o_fifo_full    (rxfifo_full),
        .o_fifo_empty   (o_rxfifo_empty),
        .i_fifo_wdata   (rxfifo_wdata),
        .o_fifo_rdata   (o_rxfifo_rdata),
        .o_fifo_cnt     (o_rxfifo_cnt)
    );
    wire tx_valid;
    wire tx_ready;
    wire rx_ready;
    wire rx_valid;
    uart_intf #(
        .CLK_FREQ       (CLK_FREQ),
        .BAUD           (BAUD)
    ) uart_intf_0(
        .clk            (clk),
        .rst_n          (rst_n),
        .i_tx_valid     (tx_valid),
        .i_tx_data      (txfifo_rdata),
        .o_tx_ready     (tx_ready),
        .i_rx_ready     (rx_ready),
        .o_rx_data      (rxfifo_wdata),
        .o_rx_valid     (rx_valid),
        .o_tx           (o_tx),
        .i_rx           (i_rx)
    );
    uart_ctrl uart_ctrl_0(
        .clk            (clk),
        .rst_n          (rst_n),
        .o_txfifo_ren   (txfifo_ren),
        .i_txfifo_empty (txfifo_empty),
        .o_rxfifo_wen   (rxfifo_wen),
        .i_rxfifo_full  (rxfifo_full),
        .o_tx_valid     (tx_valid),
        .i_tx_ready     (tx_ready),
        .o_rx_ready     (rx_ready),
        .i_rx_valid     (rx_valid)
    );
endmodule
module uart_ctrl (
    input       clk,
    input       rst_n,
    output      o_txfifo_ren,
    input       i_txfifo_empty,
    output      o_rxfifo_wen,
    input       i_rxfifo_full,
    output      o_tx_valid,
    input       i_tx_ready,
    output      o_rx_ready,
    input       i_rx_valid
);
    reg tx_wait;
    assign o_txfifo_ren = (!tx_wait && !i_txfifo_empty && i_tx_ready);
    assign o_tx_valid = tx_wait;
    always @(posedge clk or negedge rst_n) begin
        if (!rst_n) begin
            tx_wait <= 'b0;
        end
        else if (o_txfifo_ren) begin
            tx_wait <= 'b1;
        end
        else if (!i_tx_ready) begin
            tx_wait <= 'b0;
        end
    end
    reg rx_wait;
    assign o_rxfifo_wen = (rx_wait && i_rx_valid);
    assign o_rx_ready = (!rx_wait && !i_rxfifo_full);
    always @(posedge clk or negedge rst_n) begin
        if (!rst_n) begin
            rx_wait <= 'b1;
        end
        else if (o_rxfifo_wen) begin
            rx_wait <= 'b0;
        end
        else if (!i_rxfifo_full) begin
            rx_wait <= 'b1;
        end
    end
endmodule
module uart_fifo #(
    parameter FIFO_WIDTH = 8,
    parameter FIFO_DEPTH = 8
) (
    input clk,
    input rst_n,
    input                               i_fifo_wen,
    input                               i_fifo_ren,
    output                              o_fifo_full,
    output                              o_fifo_empty,
    input [FIFO_WIDTH-1:0]              i_fifo_wdata,
    output reg [FIFO_WIDTH-1:0]         o_fifo_rdata,
    output reg [$clog2(FIFO_DEPTH):0]   o_fifo_cnt
);
    reg [FIFO_WIDTH-1:0] buffer [FIFO_DEPTH-1:0];
    reg [$clog2(FIFO_DEPTH)-1:0] wptr;
    reg [$clog2(FIFO_DEPTH)-1:0] rptr;
    assign o_fifo_full = (o_fifo_cnt==FIFO_DEPTH);
    assign o_fifo_empty = (o_fifo_cnt=='d0);
    always @(posedge clk or negedge rst_n) begin
        if (!rst_n) begin
            wptr <= 'd0;
            rptr <= 'd0;
            o_fifo_cnt <= 'd0;
        end
        else begin
            if (i_fifo_wen && !o_fifo_full) begin
                wptr <= wptr + 'd1;
                buffer[wptr] <= i_fifo_wdata;
            end
            if (i_fifo_ren && !o_fifo_empty) begin
                rptr <= rptr + 'd1;
                o_fifo_rdata <= buffer[rptr];
            end
            case ({i_fifo_wen, i_fifo_ren})
                'b01: if (o_fifo_cnt!='d0) begin
                    o_fifo_cnt <= o_fifo_cnt - 'd1;
                end
                'b10: if (o_fifo_cnt!=FIFO_DEPTH) begin
                    o_fifo_cnt <= o_fifo_cnt + 'd1;
                end
                default: o_fifo_cnt <= o_fifo_cnt;
            endcase
        end
    end
endmodule
module uart_intf #(
    parameter CLK_FREQ  = 50_000_000,
    parameter BAUD      = 115200
) (
    input       clk,
    input       rst_n,
    input               i_tx_valid,
    input [7:0]         i_tx_data,
    output reg          o_tx_ready,
    input               i_rx_ready,
    output reg [7:0]    o_rx_data,
    output reg          o_rx_valid,
    output reg          o_tx,
    input               i_rx
);
    localparam CNT_MAX = CLK_FREQ/BAUD - 1;
    reg [$clog2(CNT_MAX)-1:0] cnt;
    wire cnt_flag;
    assign cnt_flag = (cnt == 'd0);
    always @(posedge clk or negedge rst_n) begin
        if (!rst_n) begin
            cnt <= 'b0;
        end
        else if (!o_tx_ready || !o_rx_valid) begin
            if (cnt == 'd0) begin
                cnt <= CNT_MAX;
            end
            else begin
                cnt <= cnt - 'd1;
            end
        end
    end
    reg [3:0] tx_cnt;
    reg [7:0] tx_reg;
    always @(posedge clk or negedge rst_n) begin
        if (!rst_n) begin
            tx_cnt <= 'b0;
            tx_reg <= 'b0;
            o_tx_ready <= 'b1;
            o_tx <= 'b1;
        end
        else if (o_tx_ready) begin
            tx_cnt <= 'd0;
            tx_reg <= i_tx_data;
            if (i_tx_valid) begin
                o_tx_ready <= 'b0;
            end
            else begin
                o_tx_ready <= 'b1;
            end
            o_tx <= 'b1;
        end
        else if (cnt_flag) begin
            tx_cnt <= tx_cnt + 'd1;
            if (tx_cnt == 'd0) begin
                o_tx <= 'b0;
            end
            else begin
                tx_reg <= {1'b1, tx_reg[7:1]};
                o_tx <= tx_reg[0];
            end
            if (tx_cnt == 'd10) begin
                o_tx_ready <= 'b1;
            end
            else begin
                o_tx_ready <= 'b0;
            end
        end
    end
    reg rx1;
    reg rx2;
    always @(posedge clk or negedge rst_n) begin
        if (!rst_n) begin
            rx1 <= 'b1;
            rx2 <= 'b1;
        end
        else begin
            rx1 <= i_rx;
            rx2 <= rx1;
        end
    end
    reg [3:0] rx_cnt;
    always @(posedge clk or negedge rst_n) begin
        if (!rst_n) begin
            rx_cnt <= 'd0;
            o_rx_data <= 'b0;
            o_rx_valid <= 'd0;
        end
        else if (o_rx_valid) begin
            rx_cnt <= 'd0;
            if (i_rx_ready) begin
                o_rx_valid <= 'b0;
            end
            else begin
                o_rx_valid <= 'b1;
            end
        end
        else if (cnt_flag) begin
            if (rx_cnt == 'd0) begin
                if (~rx2) begin
                    rx_cnt <= 'd1;
                end
                else begin
                    rx_cnt <= 'd0;
                end
            end
            else begin
                rx_cnt <= rx_cnt + 'd1;
                o_rx_data <= {rx2, o_rx_data[7:1]};
            end
            if (rx_cnt == 'd8) begin
                o_rx_valid <= 'b1;
            end
            else begin
                o_rx_valid <= 'b0;
            end
        end
    end
endmodule
--- flow/run.sh ---
#!/bin/bash
# OpenROAD 26Q1-2900-gdf79404cd8, Yosys 0.63+post, stock flow scripts
make -C /OpenROAD-flow-scripts/flow DESIGN_CONFIG=/design/flow/config.mk WORK_HOME=/design/flow/orfs finish
==> impl_metrics.ini <==
; generated from flow reports
[finish]
final_util_pct = 59.05
combGateArea_um2 = 2666
regArea_um2 = 5832
nFillCells = 1274
drive_gt1_share_pct = 13.25
reg_top3 = uart_fifo_rx.buffer x64, uart_fifo_tx.buffer x64, uart_intf_0.cnt x9
syn2layout_area_growth_pct = 13.84

[synthesis]
ys_types = 55
netlist_area_um2 = 8725
avgSynthCellArea_um2 = 14.35
synth_stat.cells = 608
ys_ff = 204
edf_count = 144
yosys_most_used_dff = edfxtp_1
ys_async_sr_fraction_pct = 29.41
yosysWarnings = 4
ys_seq_share_pct = 66.84
yosys_area_um2 = 8725
netlist_instances = 608

[routing]
num_vias = 4998
drt_iter0_drc = 338
routed_wl_um = 16070
ant_nets = 0
drc_errors = 0
drtPass1Iterations = 6
antenna_cells = 0
routedWlPerCell_um = 18.18
viasPerCell = 5.654

[setup_path]
r2r_slack_ns = 0.35
path_class = flop to flop
cp.buffers_inverters = 1
crit_slowest_cell = or3_1
cp-end-kind = flop
cp_cell_sequence = or3_1, o21ai_1, ha_1, inv_1, ha_1, a21o_1, a21oi_1, mux2_2, a211oi_1
worstPathArrival_ns = 3.26
cpMostUsedCell = ha_1
cp_top_family = AND-OR/OR-AND gates
critPathMaxFanout = 6
critPathMaxStageDelay_ns = 0.47
crit_required_ns = 3.61
start_kind = flop

[pwr]
seq_power_share_pct = 48.2
clkPwrFrac_pct = 35.9
pwr-share-comb_pct = 16.0
leakage_nw = 3.962
p_per_area_nw_per_um2 = 667.5
ir_worst_vdd_mv = 0.4330
p_sw_mw = 1.686
swShare_pct = 25.43
totalPowerFinal_mw = 6.630
internal_power_mw = 4.944

[timing]
rsz0062_at_grt = no
finalHoldViolations = 0
slew_headroom_pct = 46.93
max_slew.worst_pin.slew_ns = 0.7760
skew_ns = 0.01908
layout_setup_ws_ns = 0.3492
maxSlewViolCount = 0
layout_min_cycle_time_ns = 2.851
finalCritPeriodShare_pct = 89.09
finalSetupTns_ns = 0
max_freq_mhz = 350.8
finalSetupViolCount = 0

[grt]
grt_max_degree = 36
gr-usage-met2_pct = 27.52
grt_busiest_layer = met1
grt_pass1_wl_um = 25950
antenna_found_initial = 0
use_met3_pct = 9.144
grt_pass1_vias = 5015
grt.met1_usage_pct = 34.50
grt_usage_pct = 20.36
overflow = 0

[floorplanning]
pin_count = 32
die_area_um2 = 17980
core_area_um2 = 16820
die_y_um = 134.1
die_w_um = 134.1
initial_core_util_pct = 51.87
fp-row-count = 47

[flow_run]
maxCapViolations = 0
warnings = 46

[clock_network]
cts_hold_buffers = 0
post_cts_buffers = 0
clk_latency_ns = 0.50
cts.sinks = 204
clk_pin_slew_ns = 0.06
clock_path_buffers = 3
cts_tree = done
cts_max_level = 1
cts_buffers = 23
cts_repair_resize_count = 0
cts_root_buf = clkbuf_16

[placement]
post-place-ws_ns = 0.2403
hpwl_um = 10400
globalplace.congestion = 0.7913
io_buffers = 31

[worst_hold_path]
hp-class = input port to asynchronous set/reset pin

[status]
status = completed
-- final timing paths --
path,from,endpoint,depth (start not counted)
max,uart_fifo_tx.o_fifo_cnt[1],uart_fifo_tx.o_fifo_cnt[3],9
min,rst_n,uart_fifo_rx.wptr[2],2
max reg2reg,uart_fifo_tx.o_fifo_cnt[1],uart_fifo_tx.o_fifo_cnt[3],9
min reg2reg,uart_intf_0.rx1,uart_intf_0.rx2,0
max in group asynchronous,rst_n,uart_intf_0.rx1,3
min in group clk0,uart_intf_0.rx1,uart_intf_0.rx2,0
-- placed cells by master, fill, tap and decap left out, drive strengths merged, types with 6 or more instances in the layout --
| cell type | instances |
|---|---|
| a21oi | 22 |
| a221oi | 9 |
| a222oi | 16 |
| a41oi | 11 |
| and2 | 6 |
| and3 | 14 |
| buf | 10 |
| clkbuf | 30 |
| clkdlybuf4s50 | 30 |
| clkinv | 8 |
| dfrtp | 55 |
| edfxtp | 144 |
| ha | 38 |
| inv | 29 |
| mux2 | 36 |
| mux2i | 9 |
| nand2 | 45 |
| nand2b | 7 |
| nor2 | 40 |
| nor2b | 9 |
| nor3 | 8 |
| o21ai | 15 |
| xnor2 | 12 |
-- cells by family after synthesis --
kind of cell,Yosys count,synth area share [%]
flip-flops,204,66.84
AND/OR/NAND/NOR,153,9.107
AND-OR/OR-AND,99,8.361
buffers and inverters,52,2.596
multiplexers,45,5.679
adder cells (fa/ha/maj),40,5.909
XOR/XNOR,15,1.506
-- final cells by class --
type                       count  area share, %
timing repair buffer          40          3.754
multi-input combinational    352          26.85
clock buffer                  30          6.059
inverter                      27          1.020
clock inverter                11         0.8314
tap                          220          2.771
sequential                   204          58.72
-- per-stage QoR --
step | instance area (um^2) | hold slack, ns | cells
after floorplan | 8725 | 0.3444 | 608
after global placement | 9248 | 0.3500 | 843
after detailed placement | 9248 | 0.3497 | 843
after CTS | 9932 | 0.2717 | 884
after global routing | 9932 | 0.3222 | 884
final | 9932 | 0.2838 | 884
-- cell usage after synthesis (2+ instances only) --
| master | instances | share of area [%] |
|---|---|---|
| nor3_1 | 7 | 0.40 |
| buf_6 | 3 | 0.39 |
| mux2_2 | 36 | 4.6 |
| a41oi_1 | 11 | 1.1 |
| o211ai_1 | 2 | 0.17 |
| ha_1 | 38 | 5.4 |
| clkbuf_1 | 16 | 0.69 |
| o21ai_1 | 2 | 0.11 |
| nor4_1 | 4 | 0.29 |
| a31oi_1 | 3 | 0.22 |
| nand2_1 | 44 | 1.9 |
| xnor2_1 | 12 | 1.2 |
| nor4b_1 | 3 | 0.30 |
| xor2_1 | 3 | 0.30 |
| dfstp_2 | 5 | 1.5 |
| nor2_1 | 40 | 1.7 |
| a22o_1 | 4 | 0.40 |
| nand3_1 | 3 | 0.17 |
| dfrtp_1 | 55 | 16 |
| nor2b_1 | 9 | 0.65 |
| and3_1 | 14 | 1.0 |
| buf_2 | 2 | 0.11 |
| a222oi_1 | 16 | 1.8 |
| buf_1 | 3 | 0.13 |
| nand3b_1 | 3 | 0.26 |
| a21oi_1 | 22 | 1.3 |
| inv_1 | 27 | 1.2 |
| a211oi_1 | 5 | 0.43 |
| edfxtp_1 | 144 | 50 |
| nor3b_1 | 5 | 0.43 |
| fa_1 | 2 | 0.46 |
| mux2i_1 | 9 | 1.0 |
| and2_1 | 6 | 0.43 |
| o21ai_0 | 13 | 0.75 |
| nand2b_1 | 6 | 0.43 |
| a21o_1 | 3 | 0.26 |
| or3_1 | 2 | 0.14 |
| a221oi_1 | 9 | 0.90 |
-- power by group through the flow --
stage / Clock (mW) / Combinational [mW] / Sequential [mW]
4_1_cts: 2.43 / 1.07 / 3.19
5_1_grt: 2.53 / 1.20 / 3.22
6_report: 2.38 / 1.06 / 3.19
-- routing by layer --
metal	part of all wire, %	vias to the layer above	wire length, um
met4	1.7	0	273
li1	-	2369	-
met3	9.2	23	1472
met2	43	163	6883
met1	46	2443	7438
met5	0	-	0
Power figures rest on the tool's default switching activity, not on a simulated workload.
